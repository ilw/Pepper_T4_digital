--- ./constraint.sdc ---
current_design gated_burst_divider

set clk_period 5.1
set clk_io_pct 0.2

create_clock -name clk0 -period $clk_period [get_ports {clk}]

set non_clock_inputs [all_inputs -no_clocks]
set_input_delay [expr $clk_period * $clk_io_pct] -clock clk0 $non_clock_inputs
set_output_delay [expr $clk_period * $clk_io_pct] -clock clk0 [all_outputs]
--- ./design.v ---
module gated_burst_divider #(
    parameter DIV_WIDTH = 10,
    parameter REP_WIDTH = 4,
	parameter PHASE2_WIDTH = 10
)(
    input  wire                 clk,            
    input  wire                 reset,          
    input  wire                 enable_async,   
    input  wire [DIV_WIDTH-1:0] m1_value,       
    input  wire [PHASE2_WIDTH-1:0] m2_value,       
    input  wire [REP_WIDTH-1:0] m1_repeat_limit,  
    output wire                 clk_out,        
    output wire                 phase_status    
);
    reg en_sync_0, en_sync_1;
    always @(posedge clk or posedge reset) begin
        if (reset) {en_sync_0, en_sync_1} <= 2'b00;
        else       {en_sync_0, en_sync_1} <= {enable_async, en_sync_0};
    end
    reg [DIV_WIDTH-1:0] div_counter;    
    reg [REP_WIDTH-1:0] repeat_counter; 
    reg                 is_phase_2;    
    reg                 div_clk_reg; 
    assign phase_status = is_phase_2;
    assign clk_out = (m1_value == 0) ? (clk & en_sync_1) : (div_clk_reg & en_sync_1);
    always @(posedge clk or posedge reset) begin
        if (reset) begin
            div_counter    <= 0;
            repeat_counter <= 0;
            is_phase_2     <= 1'b0;
            div_clk_reg    <= 1'b0;
        end else if (!en_sync_1) begin
            div_counter    <= 0;
            repeat_counter <= 0;
            is_phase_2     <= 1'b0;
            div_clk_reg    <= 1'b0;
        end else if (m1_value != 0) begin
            if (div_counter == 0) begin
                if (is_phase_2) begin
                    is_phase_2     <= 1'b0;
                    repeat_counter <= 0;
                    div_counter    <= m1_value - 1;
                    div_clk_reg    <= 1'b1;  
                end 
                else begin
                    div_clk_reg <= ~div_clk_reg;
                    div_counter <= m1_value - 1;
                    if (div_clk_reg == 1'b1) begin
                        if (repeat_counter >= m1_repeat_limit - 1) begin
                            if (m2_value == 0) begin
                                repeat_counter <= 0;
                            end else begin
                                is_phase_2  <= 1'b1;
                                div_counter <= m2_value - 1;
                                div_clk_reg <= 1'b0; 
                            end
                        end else begin
                            repeat_counter <= repeat_counter + 1'b1;
                        end
                    end
                end
            end else begin
                div_counter <= div_counter - 1'b1;
            end
        end
    end
endmodule
--- ./config.mk ---
export PLATFORM = sky130hd
export DESIGN_NAME = gated_burst_divider
export DESIGN_NICKNAME = gated_burst_divider
export VERILOG_FILES = /design/flow/design.v
export SDC_FILE = /design/flow/constraint.sdc
export NUM_CORES = 4
export LEC_CHECK = 1
export CORE_AREA = 10 10 110 110
export DIE_AREA = 0 0 120 120
--- ./run.sh ---
#!/bin/bash
# OpenROAD 26Q1-2900-gdf79404cd8, Yosys 0.63+post, stock flow scripts
make -C /OpenROAD-flow-scripts/flow DESIGN_CONFIG=/design/flow/config.mk WORK_HOME=/design/flow/orfs finish
==> results_dict.tcl <==
# yosys + openroad results
set metrics [dict create \
    outcome "completed" \
    drtIter0Drc 52 \
    worst_slew_pin_slew_ns 0.745 \
    yosys_cells 203 \
    wl_um 4580 \
    slowest_delay_ns 0.43 \
    ys_sh_adder_pct 8.15 \
    path_cells "clkbuf_8 > clkbuf_8 > mux2i_1 > nor2b_1 > clkdlybuf4s50_1" \
    switching_power_mw 0.312 \
    cpMostUsedCell "clkbuf_8" \
    layout-drive-gt1-share_pct 7.39 \
    swShare_pct 40.8 \
    netlist_area_mm2 0.00169 \
    yosys_warnings 1 \
    crit_type "clock port to output port" \
    vdd_drop_max_uv 102 \
    cts_tree "done" \
    grt_pass1_vias 1557 \
    synthAoiAreaFrac_pct 20.4 \
    ioPinCount 29 \
    top_cells_by_count "dfrtp_1 (18), nand2_1 (15), o21ai_0 (14)" \
    insertedDiodeCount 0 \
    critPathLaunch "clk" \
    synth-area-yosys_mm2 0.00169 \
    port_buffers 28 \
    flop_cell "dfrtp_1" \
    synthArstFlopShare_pct 100 \
    grt_max_degree 25 \
    path_clk_slew_ns 0.06 \
    crit_path_max_fanout 2 \
    die_height_um 120 \
    wl_per_cell_um 12.6 \
    maxCapViolCount 0 \
    grt_pass1_wl_um 7620 \
    synth.distinct_cells 50 \
    yosys.area.top_type "dfrtp_1" \
    holdBufCountCts 0 \
    setup_viol 0 \
    synth_flops 18 \
    postRouteAntennaNets 0 \
    hp-class "register to register" \
    insertion_delay_ns 0.36 \
    logic_family "simple AND/OR/NAND/NOR gates" \
    setup_ws_ns 0.582 \
    synth.avg_cell_area_um2 8.32 \
    synthTopCellsByArea "dfrtp_1 (27%), ha_1 (8.1%), xor2_1 (5.2%)" \
    crit_required_ns 4.08 \
    powerDensity_mw_per_mm2 354 \
    hold_violations 0 \
    core-area_mm2 0.00977 \
    pwr-share-seq_pct 29.9 \
    fin_skew_ns 0.00980 \
    place_congestion 0.890 \
    initial_core_util_pct 17.3 \
    dr_total_vias 1533 \
    die_w_um 120 \
    rsz0062_at_grt "false" \
    end_kind "output port" \
    p_leak_nw 0.822 \
    final_max_slew_viol_count 0 \
    post-cts-setup-buffer-count 0 \
    synth-edff-count 0 \
    post_cts_resized 0 \
    die_area_mm2 0.0144 \
    arrival_ns 3.50 \
    finalSetupTns_ns 0 \
    fin_util_pct 22.1 \
    synthMuxAreaShare_pct 1.78 \
    timing.rr.start "repeat_counter[1]" \
    synth_seq_share_pct 26.7 \
    antenna_found_initial 0 \
    internal_power_mw 0.453 \
    xor_share_pct 8.30 \
    grtUsageTotal_pct 6.32 \
    grt_overflow_total 0 \
    cp-start-kind "clock port" \
    area_growth_pct 28.1 \
    synth-simple-area-share_pct 28.4 \
    synth.most_common_cell "dfrtp_1" \
    clockPowerShare_pct 22.0 \
    synth_top_area_share_pct 26.7 \
    reg.largest.list "div_counter x10, repeat_counter x4" \
    top_register "div_counter" \
    rows 36 \
    dp_hpwl_um 3640 \
    largest_reg_flops 10 \
    place_ws_ns 0.817 \
    combPwrFrac_pct 48.2 \
    post-route-drc-count 0 \
    avgViaCountPerCell 4.22 \
    warning_count 30 \
    hp-start "en_sync_0" \
    slew_headroom_pct 50.3 \
    slowest_stage "clkdlybuf4s50_1" \
    synthCells 203 \
    firstDrtPassIters 4 \
]
layer usage:
layer  GRT usage [%]  up-vias  wire length (um)  share of wire, %
li1                -      799                 -                 -
met1            8.49      685              2120                46
met2            9.32       42              1970                43
met3            2.38        7               375               8.2
met4            1.73        0               104               2.3
met5               0        -                 0                 0
final timing paths:
kind                            cells past startpoint  slack, ns              to
worst max-delay path                                5       0.58         clk_out
worst min-delay path                                0       0.36       en_sync_1
worst max register to register                      7       2.64  div_counter[7]
worst min register to register                      0       0.36       en_sync_1
max in group asynchronous                           2       3.54     div_clk_reg
min in group asynchronous                           2       1.10  div_counter[9]
power groups by stage:
| stage | sequential [mW] | clock, mW | combinational [mW] |
|---|---|---|---|
| 4_1_cts | 0.227 | 0.176 | 0.368 |
| 5_1_grt | 0.236 | 0.185 | 0.415 |
| 6_report | 0.228 | 0.168 | 0.369 |
critical path: cells and delay by family:
family | cells | cell delay, ns
multiplexers | 1 | 0.21
buffers and inverters | 3 | 0.66
AND/OR/NAND/NOR | 1 | 0.08
final cells by class:
| class | count | area [um2] |
|---|---|---|
| inverters | 12 | 45.0 |
| fillers | 1054 | 7610 |
| clock buffers | 7 | 92.6 |
| repair buffers | 28 | 278 |
| flip-flops and latches | 18 | 450 |
| well taps | 133 | 166 |
| multi-input cells | 165 | 1130 |
stage by stage:
stage	hold WS (ns)	area, um2	power, mW	std cells
3_5_place_dp	0.337	2080	0.602	357
2_1_floorplan	0.331	1690	0.526	203
5_1_grt	0.367	2160	0.836	363
4_1_cts	0.360	2160	0.771	363
3_3_place_gp	0.340	2080	0.598	357
6_report	0.357	2160	0.765	363
kinds of logic after synthesis:
group / Yosys count
muxes: 3
DFF: 18
buffers and inverters: 20
xor gates and xnor gates: 16
AOI/OAI and AO/OA: 52
adders and majority gates: 11
and+or+nand+nor: 83
placed cells by master, fill, tap and decap left out, types with 2 or more instances in the layout:
cell type / Yosys / final
a211oi_1: 3 / 3
a21boi_0: 2 / 2
a21oi_1: 12 / 12
a31oi_1: 4 / 4
and2_4: 2 / 2
clkbuf_8: 0 / 6
clkdlybuf4s50_1: 0 / 28
dfrtp_1: 18 / 18
ha_1: 11 / 11
inv_1: 12 / 12
mux2i_1: 3 / 3
nand2_1: 15 / 15
nand2b_1: 6 / 6
nand3_1: 11 / 11
nand3b_1: 2 / 2
nand4_1: 3 / 3
nor2_1: 12 / 12
nor2b_1: 5 / 5
nor3_1: 5 / 5
nor3b_1: 4 / 4
nor4_1: 3 / 3
o211a_1: 2 / 2
o211ai_1: 2 / 2
o21ai_0: 14 / 14
o22a_1: 2 / 2
o22ai_1: 3 / 3
or3_1: 3 / 3
or4_1: 2 / 2
xnor2_1: 6 / 6
xor2_1: 10 / 10
No activity file was given, so power comes from the tool's default toggle rates.
