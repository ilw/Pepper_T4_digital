**config.mk**
```make
export PLATFORM = sky130hd
export DESIGN_NAME = Register_CRC
export DESIGN_NICKNAME = Register_CRC
export VERILOG_FILES = /design/flow/design.v
export SDC_FILE = /design/flow/constraint.sdc
export NUM_CORES = 4
export LEC_CHECK = 1
export CORE_AREA = 10 10 208 208
export DIE_AREA = 0 0 218 218
```
**constraint.sdc**
```tcl
current_design Register_CRC

set clk_period 1.9
set clk_io_pct 0.2

create_clock -name clk0 -period $clk_period

set non_clock_inputs [all_inputs -no_clocks]
set_input_delay [expr $clk_period * $clk_io_pct] -clock clk0 $non_clock_inputs
set_output_delay [expr $clk_period * $clk_io_pct] -clock clk0 [all_outputs]
```
**design.v**
```verilog
`timescale 1ns / 1ps
module Register_CRC (
    input wire [511:0] cfg_data,
    output wire [15:0] CRCCFG
);
    genvar i;
    generate
        for (i = 0; i < 16; i = i + 1) begin : checksum_gen
            wire [31:0] bit_slice;
            assign bit_slice[0]  = cfg_data[i + 0*16];
            assign bit_slice[1]  = cfg_data[i + 1*16];
            assign bit_slice[2]  = cfg_data[i + 2*16];
            assign bit_slice[3]  = cfg_data[i + 3*16];
            assign bit_slice[4]  = cfg_data[i + 4*16];
            assign bit_slice[5]  = cfg_data[i + 5*16];
            assign bit_slice[6]  = cfg_data[i + 6*16];
            assign bit_slice[7]  = cfg_data[i + 7*16];
            assign bit_slice[8]  = cfg_data[i + 8*16];
            assign bit_slice[9]  = cfg_data[i + 9*16];
            assign bit_slice[10] = cfg_data[i + 10*16];
            assign bit_slice[11] = cfg_data[i + 11*16];
            assign bit_slice[12] = cfg_data[i + 12*16];
            assign bit_slice[13] = cfg_data[i + 13*16];
            assign bit_slice[14] = cfg_data[i + 14*16];
            assign bit_slice[15] = cfg_data[i + 15*16];
            assign bit_slice[16] = cfg_data[i + 16*16];
            assign bit_slice[17] = cfg_data[i + 17*16];
            assign bit_slice[18] = cfg_data[i + 18*16];
            assign bit_slice[19] = cfg_data[i + 19*16];
            assign bit_slice[20] = cfg_data[i + 20*16];
            assign bit_slice[21] = cfg_data[i + 21*16];
            assign bit_slice[22] = cfg_data[i + 22*16];
            assign bit_slice[23] = cfg_data[i + 23*16];
            assign bit_slice[24] = cfg_data[i + 24*16];
            assign bit_slice[25] = cfg_data[i + 25*16];
            assign bit_slice[26] = cfg_data[i + 26*16];
            assign bit_slice[27] = cfg_data[i + 27*16];
            assign bit_slice[28] = cfg_data[i + 28*16];
            assign bit_slice[29] = cfg_data[i + 29*16];
            assign bit_slice[30] = cfg_data[i + 30*16];
            assign bit_slice[31] = cfg_data[i + 31*16];
            assign CRCCFG[i] = ^bit_slice;
        end
    endgenerate
endmodule
```
**run.sh**
```bash
#!/bin/bash
# OpenROAD 26Q1-2900-gdf79404cd8, Yosys 0.63+post, stock flow scripts
make -C /OpenROAD-flow-scripts/flow DESIGN_CONFIG=/design/flow/config.mk WORK_HOME=/design/flow/orfs finish
```
==> run_results.csv <==
group,metric,value,unit
detailed_routing,drc,0,
final_layout,nFillCells,4182,
final_timing,fin_ws,-0.0201,ns
final_layout,flops,0,
floorplanning,fp-row-count,72,
grt,grt_pass1_wl,31.6,mm
place,io_buffers,528,
final_layout,clkbuf_count,0,
logic_synthesis,synthTopLogicFamily,"XOR/XNOR gates",
logic_synthesis,ys_area,4340,um2
run_status,status,"complete, but fails checks",
logic_synthesis,fa_ha_area_share,0,%
setup_path,worstPathArrival,1.54,ns
logic_synthesis,synth-xor-area-share,100,%
final_layout,fin_cells,1547,
detailed_routing,wl,22.2,mm
detailed_routing,wl_per_cell,14.4,um
place,finalWeightedCongestion,0.809,
detailed_routing,vias,4975,
power_and_ir_drop,ir_drop,0.223,mV
setup_path,crit_required,1.52,ns
logic_synthesis,mux_area_share,0,%
setup_path,cp-end-kind,"output port",
final_timing,rsz0062_at_grt,"yes",
final_layout,post-route-util,26.4,%
logic_synthesis,postSynthSeqShare,0,%
grt,grt_max_degree,2,
setup_path,crit_chain,"buf_6, xor2_2, xnor2_1, xnor2_1, buf_4, xnor2_2, xnor2_1, buf_2",
detailed_routing,ant_nets,0,
floorplanning,coreArea,38700,um2
setup_path,cpMaxStageDelayCell,"xnor2_1",
run_status,violations,"negative setup slack",
clocking,post_cts_buffers,0,
power_and_ir_drop,total_leakage_power,0.00471,uW
power_and_ir_drop,p_total,4990,uW
grt,grt_pass1_vias,5625,
place,post-place-cells,1555,
setup_path,slowest_delay,0.19,ns
final_timing,worst_slew_pin_slew,0.305,ns
floorplanning,dieArea,47500,um2
logic_synthesis,synthCells,496,
final_timing,period_used_share,101,%
final_timing,drv_slew,0,
floorplanning,pin_count,528,
detailed_routing,first_pass_iters,4,
final_layout,syn_to_final_growth,135,%
flow_run,warning_count,34,
final_layout,seq_area,0,um2
logic_synthesis,compound_area_share,0,%
hold_path,hp-class,"in -> out",
place,place.detailed.hpwl,20.7,mm
logic_synthesis,ys_warn_count,0,
flow_run,cap_violations,0,
detailed_routing,drtIter0Drc,53,
final_layout,drive_gt1_share,72.5,%
floorplanning,fp.dieW,218,um
floorplanning,die_h,218,um
logic_synthesis,synth-simple-area-share,0,%
final_timing,timing.fmax,521,MHz
final_layout,design_area,10200,um2
final_timing,finalHoldViolCount,0,
setup_path,crit_type,"in -> out",
logic_synthesis,yosys_cells,496,
logic_synthesis,syn_avg_cell_area,8.76,um2
grt,grt_use_total,8.55,%
grt,grt_remaining_overflow,0,
final_timing,setup_viol,1,
grt,antenna_found_initial,2,
setup_path,cp_max_fo,1,
place,placed_area,10400,um2
floorplanning,fp_util,11.2,%
final_timing,finalSetupTns,-0.0201,ns
final_timing,period_needed,1.92,ns
setup_path,crit_top_cell,"xnor2_1",
logic_synthesis,yosysUniqueCellTypes,2,
final_timing,max_slew_margin,79.5,%
logic_synthesis,syn_area,4340,um2
detailed_routing,viasPerCell,3.22,
setup_path,setup.worst_path.start_class,"primary input",
power_and_ir_drop,powerDensity,488,nW/um2
## cells by family (layout without fill, tap and decap cells)
group,count (synthesis),after routing
xor gates and xnor gates,496,496
buffers and inverters,0,532
other,0,1
## worst paths after layout
check  slack, ns          start         end  cells after the start
max        -0.02  cfg_data[250]  CRCCFG[10]                      8
min         1.46  cfg_data[219]  CRCCFG[11]                      7
## worst max-delay path: cells and delay by family
family                    cells  cell delay [ns]
xor gates and xnor gates      5             0.78
buffers and inverters         3             0.39
## power breakdown
| part | internal [uW] | switching (uW) | total, uW | leakage [uW] |
|---|---|---|---|---|
| combinational | 3050 | 1940 | 4990 | 0.00471 |
| clock | 0.0000705 | 0 | 0.0000705 | 0.00000000634 |
| sequential | 0 | 0 | 0 | 0 |
## metal layers
layer | up-vias | GRT usage, % | wire, um
li1 | 2530 | - | -
met1 | 2179 | 9.12 | 7880
met2 | 256 | 16.5 | 12000
met3 | 8 | 2.98 | 2210
met4 | 2 | 0.255 | 85
met5 | - | 0 | 20
## cell usage after synthesis
| cell type | n | area [um2] |
|---|---|---|
| xnor2_1 | 448 | 3920 |
| xor2_1 | 48 | 420 |
## final cells by class
| cell class | instances | area, um2 | share of cell area, % |
|---|---|---|---|
| Antenna cell | 1 | 2.50 | 0.0245 |
| Multi-Input combinational cell | 496 | 6380 | 62.5 |
| Tap cell | 518 | 648 | 6.35 |
| Timing Repair Buffer | 532 | 3170 | 31.1 |
## per-stage QoR
stage / hold slack [ns] / setup slack [ns]
5_1_grt: 1.56 / -0.121
6_report: 1.46 / -0.0201
3_5_place_dp: 2.19 / -0.926
3_3_place_gp: 2.18 / -0.928
2_1_floorplan: 1.23 / 0.417
4_1_cts: 1.55 / -0.0275
## layout by cell type (no fill, tap or decap), drive strengths merged
cell and count:
xor2 48, buf 267, clkdlybuf4s15 36, diode 1, clkbuf 229, xnor2 448
## what timing repair did
action | CTS | global route
hold buffers | 0 | 0
pin swaps | 495 | 376
setup endpoints to repair | 16 | 16
endpoints found under the hold margin | 0 | 0
resized | 1588 | 485
Power figures rest on the tool's default switching activity, not on a simulated workload.
