File: flow/run.sh
#!/bin/bash
# OpenROAD 26Q1-2900-gdf79404cd8, Yosys 0.63+post, stock flow scripts
make -C /OpenROAD-flow-scripts/flow DESIGN_CONFIG=/design/flow/config.mk WORK_HOME=/design/flow/orfs finish
File: flow/config.mk
export PLATFORM = sky130hd
export DESIGN_NAME = dual_clock_fifo
export DESIGN_NICKNAME = dual_clock_fifo
export VERILOG_FILES = /design/flow/design.v
export SDC_FILE = /design/flow/constraint.sdc
export NUM_CORES = 4
export LEC_CHECK = 1
export CORE_UTILIZATION = 30
File: flow/constraint.sdc
current_design dual_clock_fifo

set clk_period 39.6
set clk_io_pct 0.2

create_clock -name clk0 -period $clk_period [get_ports {read_clk}]
create_clock -name clk1 -period $clk_period [get_ports {sample_clk}]

set non_clock_inputs [all_inputs -no_clocks]
set_input_delay [expr $clk_period * $clk_io_pct] -clock clk0 $non_clock_inputs
set_output_delay [expr $clk_period * $clk_io_pct] -clock clk0 [all_outputs]
File: flow/design.v
module dual_clock_fifo #(
    parameter FRAME_DEPTH = 16   
)(
    input  wire                     sample_clk,
    input  wire                     reset_n,
    input  wire [15:0]              data_in,
    input  wire                     done,            
    input  wire                     last_word,       
    input  wire [2:0]               atmchsel,        
    input  wire [3:0]               threshold,       
    output wire                     fifo_ready,      
    input  wire                     read_clk,
    input  wire                     frame_pop,       
    output reg  [127:0]             frame_data_out   
);
    localparam ADDR_WIDTH = $clog2(FRAME_DEPTH);
    reg [127:0] mem [0:FRAME_DEPTH-1];
    reg [ADDR_WIDTH-1:0]   write_ptr;            
    reg [ADDR_WIDTH-1:0]   write_ptr_gray;       
    reg [ADDR_WIDTH-1:0]   read_ptr_sync;        
    reg [ADDR_WIDTH-1:0]   read_ptr_sync_bin;    
    reg [ADDR_WIDTH-1:0]   read_ptr_sync_prev;   
    reg [ADDR_WIDTH-1:0]   read_ptr;             
    reg [ADDR_WIDTH-1:0]   read_ptr_gray;        
    reg [ADDR_WIDTH-1:0]   write_ptr_sync;       
    reg [ADDR_WIDTH-1:0]   write_ptr_sync_bin;   
    reg [ADDR_WIDTH:0]     frame_count;          
    reg                    frames_available;
    reg frame_pop_sync1, frame_pop_sync2, frame_pop_prev;
    wire frame_pop_edge;
    integer i;
    function [ADDR_WIDTH-1:0] bin_to_gray;
        input [ADDR_WIDTH-1:0] bin;
        begin
            bin_to_gray = bin ^ (bin >> 1);
        end
    endfunction
    function [ADDR_WIDTH-1:0] gray_to_bin;
        input [ADDR_WIDTH-1:0] gray;
        integer j;
        begin
            gray_to_bin[ADDR_WIDTH-1] = gray[ADDR_WIDTH-1];
            for (j = ADDR_WIDTH-2; j >= 0; j = j - 1) begin
                gray_to_bin[j] = gray_to_bin[j+1] ^ gray[j];
            end
        end
    endfunction
    reg [ADDR_WIDTH-1:0] read_ptr_gray_sync1;
    always @(posedge sample_clk or negedge reset_n) begin
        if (!reset_n) begin
            read_ptr_gray_sync1 <= {ADDR_WIDTH{1'b0}};
            read_ptr_sync       <= {ADDR_WIDTH{1'b0}};
            read_ptr_sync_prev  <= {ADDR_WIDTH{1'b0}};
        end else begin
            read_ptr_gray_sync1 <= read_ptr_gray;        
            read_ptr_sync       <= read_ptr_gray_sync1;  
            read_ptr_sync_prev  <= read_ptr_sync_bin;    
        end
    end
    always @(*) begin
        read_ptr_sync_bin = gray_to_bin(read_ptr_sync);
    end
    always @(posedge sample_clk or negedge reset_n) begin
        if (!reset_n) begin
            frame_pop_sync1 <= 1'b0;
            frame_pop_sync2 <= 1'b0;
            frame_pop_prev  <= 1'b0;
        end else begin
            frame_pop_sync1 <= frame_pop;
            frame_pop_sync2 <= frame_pop_sync1;
            frame_pop_prev  <= frame_pop_sync2;
        end
    end
    assign frame_pop_edge = frame_pop_sync2 && !frame_pop_prev;
    always @(*) begin
        frame_count = {1'b0, write_ptr} - {1'b0, read_ptr_sync_bin};
    end
    assign fifo_ready = (frame_count >= {1'b0, threshold});
    always @(posedge sample_clk or negedge reset_n) begin
        if (!reset_n) begin
            write_ptr      <= {ADDR_WIDTH{1'b0}};
            write_ptr_gray <= {ADDR_WIDTH{1'b0}};
            for (i = 0; i < FRAME_DEPTH; i = i + 1) begin
                mem[i] <= 128'h0;
            end
        end else begin
            if (done) begin
                case (atmchsel)
                    3'd0: mem[write_ptr][15:0]    <= data_in;
                    3'd1: mem[write_ptr][31:16]   <= data_in;
                    3'd2: mem[write_ptr][47:32]   <= data_in;
                    3'd3: mem[write_ptr][63:48]   <= data_in;
                    3'd4: mem[write_ptr][79:64]   <= data_in;
                    3'd5: mem[write_ptr][95:80]   <= data_in;
                    3'd6: mem[write_ptr][111:96]  <= data_in;
                    3'd7: mem[write_ptr][127:112] <= data_in;
                endcase
                if (last_word) begin
                    write_ptr      <= write_ptr + 1'b1;
                    write_ptr_gray <= bin_to_gray(write_ptr + 1'b1);
                end
            end
            if (frame_pop_edge) begin
                mem[read_ptr_sync_prev] <= 128'h0;
            end
        end
    end
    reg [ADDR_WIDTH-1:0] write_ptr_gray_sync1;
    always @(posedge read_clk or negedge reset_n) begin
        if (!reset_n) begin
            write_ptr_gray_sync1 <= {ADDR_WIDTH{1'b0}};
            write_ptr_sync       <= {ADDR_WIDTH{1'b0}};
        end else begin
            write_ptr_gray_sync1 <= write_ptr_gray;        
            write_ptr_sync       <= write_ptr_gray_sync1;  
        end
    end
    always @(*) begin
        write_ptr_sync_bin = gray_to_bin(write_ptr_sync);
    end
    always @(*) begin
        frames_available = (write_ptr_sync_bin != read_ptr);
    end
    always @(posedge read_clk or negedge reset_n) begin
        if (!reset_n) begin
            read_ptr      <= {ADDR_WIDTH{1'b0}};
            read_ptr_gray <= {ADDR_WIDTH{1'b0}};
            frame_data_out <= 128'h0;
        end else begin
            if (frame_pop && frames_available) begin
                frame_data_out <= mem[read_ptr];
                read_ptr       <= read_ptr + 1'b1;
                read_ptr_gray  <= bin_to_gray(read_ptr + 1'b1);
            end
        end
    end
endmodule
==> Changelog: implementation <==
## Implementation

* Largest net degree at the start of global routing at 156
* Net Sw Power at 3.965 mW
* RePlAce Congestion at 0.9144
* CTS clk-pin slew, worst paths at 80 ps
* Sw Ratio at 42.12%
* Post-CTS Hold Buffers at 0
* Die ar. at 0.3544 mm^2
* Tot GR Track Use at 28.51%
* CTS tree: yes
* DR vias/cell at 6.133
* Setup TNS at 0 ps
* Delay of the slowest critical-path stage at 410 ps
* Max_cap viols at 0
* Outcome: completed
* Top cells by area: dfrtp_1, a21oi_1, nand2_1, o21ai_0, clkbuf_1
* Yosys warning tally at 2
* Share of cells above drive strength 1 at 9.358%
* Crit-path slowest cell: clkdlybuf4s50_1
* Slew @ Worst Pin at 1099 ps
* Slew Limit Headroom at 26.54%
* Main synth FF type: dfrtp_1
* Crit path DAT at 9800 ps
* Final setup fails at 0
* Vias in the first global route at 99820
* # clock sinks at 2213
* Worst Hold Class: flip-flop to flip-flop
* Post-Synthesis Cells at 12300
* Log Warnings at 75
* CTS resizes at 0
* Cell Int Power at 5.450 mW
* Postcts setup bufs at 0
* Pwr Density at 78.43 mW/mm^2
* Mean post-synth cell area at 8.587 um^2
* Yosys cell types at 76
* Area growth from synthesis to layout at 13.65%
* LEAKAGE at 48.46 nW
* Setup crit end kind: primary output
* DP Wirelength at 279000 um
* Fraction of registers with async set/reset at 100.0%
* Logic gate share of total power at 38.0%
* DR vias at 102200
* Clock Power Share at 25.4%
* Yosys top cell by area: dfrtp_1
* FP Util at 30.18%
* Required @ worst endpoint at 31680 ps
* Util after Layout at 34.30%
* Maximum vdd drop at 0.00006718 V
* Die width at 595.3 um
* Die y size at 595.3 um
* Register share of total power at 36.6%
* Yosys chip area at 0.1056 mm^2
* Synth flops at 2213
* FP Rows at 217
* Final antenna-violating net count at 0
* Residual DRC at 0
* Initial antenna violation count at 33
* RSZ-0062 raised after global routing: no
* Sequential element share of the synthesized area at 52.43%
* IO Pins at 158
* Ys cells at 12300
* Crit path cell chain: clkdlybuf4s50_1 -> ha_1 -> nand2b_1 -> a21o_1 -> a21o_1 -> a211o_1 -> clkdlybuf4s50_1
* First-pass GRT wire length at 717600 um
* IO buf count at 156
* Most frequent cell after synthesis: nand2_1
* Final Max Tran Viols at 0
* Final Hold Fails at 0
* Core footprint at 0.3500 mm^2
* TritonRoute pass-1 iters at 8
* EDFF count, synth at 0
* Final Skew at 46.93 ps
* Drt total wl at 498000 um
* CP max FO at 1
* Critical Path Source Type: input pin
* Top cells by count, synth: nand2_1, a21oi_1, dfrtp_1
* Grt ovf at 0
* Mapped Area at 0.1056 mm^2
* Wire per inst at 29.87 um
* Iter 0 DRT Violations at 12110
* Top cell area share at 52.43%
* Setup Crit Path Kind: input pin to primary output
[stage by stage]
| stage | cells | hold WS, ps | total power [mW] | worst slack [ps] | instance area (um^2) |
|---|---|---|---|---|---|
| 4_1_cts | 16630 | 89.25 | 9.275 | 21850 | 119900 |
| 3_3_place_gp | 16190 | 331.8 | 6.859 | 21780 | 111800 |
| 2_1_floorplan | 12300 | 331.2 | 5.276 | 22800 | 105600 |
| 5_1_grt | 16640 | 104.9 | 9.757 | 21760 | 120000 |
| 3_5_place_dp | 16190 | 334.7 | 6.896 | 21860 | 111800 |
| 6_report | 16670 | 85.86 | 9.415 | 21880 | 120000 |
[power groups by stage]
stage | combinational [mW] | sequential, mW | clock (mW)
finish | 3.58 | 3.44 | 2.39
CTS | 3.44 | 3.44 | 2.40
global route | 3.74 | 3.53 | 2.49
[layout make-up]
cell class              instances  area, um^2
fillers                     35500      229900
flip-flops and latches       2213       55390
multi-input cells            8719       45000
clock buffers                 369        7292
well taps                    4599        5754
repair buffers                639        5559
clock inverters                74       877.1
diodes                         37       92.59
inverters                      19       78.83
[sequential cells by signal, summed over array words and instances, names as in the netlist]
signal / count
frame_data_out: 128
frame_pop_prev: 1
frame_pop_sync1: 1
frame_pop_sync2: 1
mem: 2048
read_ptr: 3
read_ptr_gray: 4
read_ptr_gray_sync1: 4
read_ptr_sync: 4
read_ptr_sync_prev: 4
write_ptr: 3
write_ptr_gray: 4
write_ptr_gray_sync1: 4
write_ptr_sync: 4
[critical path: cells and delay by family]
family,cells,cell delay (ps)
simple gates,1,160
buf+inv,2,810
fa+ha+maj,1,280
compound gates,3,640
[path summary, 6_finish.rpt]
path	startpoint	endpoint	slack [ps]	depth (start not counted)
min in group clk0	write_ptr_gray_sync1[0]	write_ptr_sync[0]	340	0
hold reg to reg	read_ptr_gray[0]	read_ptr_gray_sync1[0]	90	0
max in group asynchronous	reset_n	frame_data_out[0]	27830	7
setup / recovery	threshold[0]	fifo_ready	21880	7
setup reg to reg	read_ptr[0]	frame_data_out[13]	33800	11
max in group clk1	atmchsel[0]	mem[13][107]	28270	9
min in group asynchronous	reset_n	mem[6][73]	6930	1
hold / removal	read_ptr_gray[0]	read_ptr_gray_sync1[0]	90	0
[kinds of logic (layout without fill, tap and decap cells)]
group / after synthesis / after routing / share of synthesized area, %
XOR/XNOR: 29 / 29 / 0.2405
multiplexers: 135 / 135 / 1.337
other: 0 / 37 / 0
AND-OR/OR-AND: 4953 / 4953 / 26.69
adder cells (fa/ha/maj): 17 / 17 / 0.2061
flip-flops: 2213 / 2213 / 52.43
AND/OR/NAND/NOR: 3585 / 3585 / 13.63
buffers and inverters: 1368 / 1101 / 5.460
[layer usage]
layer  track usage, %  up-vias  routed length, um
li1                 -    42250                  -
met5           0.6491        -                560
met3            16.19     1736              78930
met1            36.39    50780             181800
met4            14.37       44              30570
met2            38.81     7423             206100
[cells in the final DEF (no fill, tap or decap), types with 15 or more instances in the layout]
cell,count
nand2_1,2929
and3_1,25
xnor2_1,23
a31oi_1,44
clkinv_2,38
a21oi_1,2274
nand3b_1,17
a22o_1,48
mux2i_1,86
nor2_2,74
a311oi_1,41
buf_4,457
dfrtp_1,2211
o21ai_0,1558
a222oi_1,71
buf_6,15
clkbuf_1,50
clkdlybuf4s50_1,139
nand3_1,144
a22oi_1,346
a211oi_1,34
buf_12,27
a32o_1,18
a2111oi_0,32
mux2_2,49
nor2_4,35
o31ai_1,64
a221oi_1,137
a32oi_1,33
nor4_1,17
nor2_1,235
clkbuf_16,241
a221o_1,31
diode_2,37
o22ai_1,90
clkbuf_8,78
a211o_1,16
inv_1,15
o211ai_1,16
Power figures rest on the tool's default switching activity, not on a simulated workload.
